[flow/run.sh]
#!/bin/bash
# OpenROAD 26Q1-2900-gdf79404cd8, Yosys 0.63+post, stock flow scripts
make -C /OpenROAD-flow-scripts/flow DESIGN_CONFIG=/design/flow/config.mk WORK_HOME=/design/flow/orfs finish
[flow/config.mk]
export PLATFORM = sky130hd
export DESIGN_NAME = find_average
export DESIGN_NICKNAME = find_average
export VERILOG_FILES = /design/flow/design.v
export SDC_FILE = /design/flow/constraint.sdc
export NUM_CORES = 4
export LEC_CHECK = 1
export CORE_AREA = 10 10 103 103
export DIE_AREA = 0 0 113 113
[flow/constraint.sdc]
current_design find_average

set clk_period 8.1
set clk_io_pct 0.2

create_clock -name clk0 -period $clk_period [get_ports {clk}]

set non_clock_inputs [all_inputs -no_clocks]
set_input_delay [expr $clk_period * $clk_io_pct] -clock clk0 $non_clock_inputs
set_output_delay [expr $clk_period * $clk_io_pct] -clock clk0 [all_outputs]
[flow/design.v]
`timescale 1ns / 1ps
module find_average(
    input logic clk,
    input logic [7:0] value1, value2, value3,
    output logic [7:0] average
);
    always_ff @(posedge clk) begin
        average <= (value1 + value2 + value3) / 3;
    end
endmodule
==> results.py <==
# Metrics from the implementation run
metrics = {
    "synth": {
        "synth.avg_cell_area_um2": 8.32,
        "synthCells": 188,
        "netlist_top_cells_count": "23 x inv_1, 16 x nor2_1, 10 x a21oi_1, 10 x nand2_1",
        "ys_warn_count": 1,
        "synth_seq_share": 0.102,
        "syn_area_mm2": 0.00156,
        "yosysTopAreaCell": "fa_1",
        "synth_cell_types": 62,
        "synth_top_area_share": 0.115,
        "synth_top_flop_cell": "dfxtp_1",
        "synthArstFlopShare": 0,
        "synth_stat.cells": 188,
        "area_leaders": "fa_1 12%, dfxtp_1 10%, ha_1 7.2%, inv_1 5.5%, mux2i_1 3.8%",
        "top_cell": "inv_1",
        "edf_count": 0,
        "yosys_area_mm2": 0.00156,
        "ys.flops": 8,
    },
    "pwr": {
        "seqPwrFrac": 0.105,
        "power_leakage_nw": 0.862,
        "p_total_w": 0.000643,
        "swShare": 0.466,
        "p_per_area_mw_per_mm2": 313,
        "combPwrFrac": 0.823,
        "clockPowerShare": 0.072,
        "p_sw_w": 0.000300,
        "internal-power_w": 0.000343,
        "ir_drop_uv": 82.8,
    },
    "global_route": {
        "grtUsageTotal": 0.0600,
        "antenna_found_initial": 0,
        "overflow": 0,
        "grt_first_pass_wirelength_um": 6680,
        "grt_max_degree": 13,
        "grt_pass1_vias": 1426,
    },
    "die": {
        "row_count": 33,
        "die_area_mm2": 0.0128,
        "ioPinCount": 33,
        "die_x_um": 113,
        "die_h_um": 113,
        "initial_core_util": 0.188,
        "core-area_mm2": 0.00830,
    },
    "place": {
        "hpwl_um": 3190,
        "gp_congestion": 0.890,
        "dp.cells": 323,
        "io_buffers": 32,
    },
    "clock_network": {
        "ctsRootBufferMaster": "clkbuf_8",
        "clock-sinks": 8,
        "post_cts_buffers": 0,
        "cts.clk_slew.worst_paths_ns": 0.04,
        "cts_tree": "built",
        "clockBufferDepth": 2,
        "cts-resized-gates": 0,
        "cts-htree-levels": 1,
        "hold_buffers": 0,
        "cts_made_buffers": 3,
    },
    "min_path": {
        "hold_path.class": "input pin to flip-flop",
    },
    "layout": {
        "top_register": "average",
        "top_regs": "average x8",
        "area_delta_synth_final_pct": 31.2,
        "layout.cells.non_filler": 326,
        "drive_gt1_frac": 0.104,
        "largest_reg_flops": 8,
    },
    "critical_path": {
        "crit_path_start_kind": "input pin",
        "crit_end": "average[0]$_DFF_P_",
        "arrival_ns": 7.58,
        "critPathLaunch": "value1[2]",
        "cp_max_fo": 8,
        "critical_path_required_ns": 8.20,
        "crit_path_end_kind": "flip-flop",
        "critPathKind": "input pin to flip-flop",
    },
    "status": {
        "status": "complete, no violations",
    },
    "detailed_routing": {
        "ant_nets": 0,
        "via_per_inst": 4.53,
        "drc": 0,
        "wl_per_cell_um": 11.5,
        "vias": 1476,
        "routed_wl_um": 3730,
        "dr.pass1.iters": 4,
        "initialDrtViolationCount": 116,
        "antennaDiodeCount": 0,
    },
    "final_timing": {
        "worst_slew_pin_slew_ns": 0.492,
        "fin_tns_setup_ns": 0,
        "max_freq_mhz": 134,
        "min_period_ns": 7.48,
        "maxSlewViolCount": 0,
        "period_used_share": 0.924,
        "rsz0062_at_grt": "no",
        "finalSetupViolCount": 0,
        "slew-limit-headroom": 0.671,
        "hold_violations": 0,
    },
    "run": {
        "drv_cap": 0,
        "warning_count": 25,
    },
}
## power groups by stage
stage / combinational [W] / clock (W) / sequential, W
finish: 0.000529 / 0.0000463 / 0.0000674
global route: 0.000594 / 0.0000521 / 0.0000702
CTS: 0.000532 / 0.0000492 / 0.0000685
## worst max-delay path: stages
cell and delay [ns]:
clkdlybuf4s50_1 0.43, fa_1 0.54, ha_1 0.33, a211o_1 0.34, a211o_1 0.29, nand3_1 0.12
and2_1 0.36, inv_1 0.14, ha_1 0.36, o31a_1 0.32, o221a_4 0.26, a21oi_2 0.23
mux2i_1 0.31, o211ai_2 0.18, or2_2 0.33, mux2i_1 0.14, ha_1 0.24, inv_1 0.10
and3_1 0.18, a31oi_1 0.16, o21ai_0 0.10, or4b_1 0.49
## stage by stage
stage	setup slack [ns]	area, um2	utilization	hold slack, ns
after CTS	0.663	2050	0.247	2.44
after detailed placement	0.427	2010	0.242	2.30
after global routing	0.243	2050	0.247	2.52
final	0.618	2050	0.247	2.44
after global placement	0.508	2010	0.242	2.29
after floorplan	1.34	1560	-	1.88
## routing by layer
metal  part of all wire  track usage  routed length, um
met5                  0            0                  0
met4              0.012      0.00677                 44
met3              0.047       0.0134                174
met2               0.47       0.0995               1760
met1               0.47       0.0803               1750
## cells in the final DEF (no fill, tap or decap), drive strengths merged, types with 2 or more instances in the layout
cell,n
or3,5
a211o,5
a211oi,4
nand2,10
nor2,16
clkbuf,3
ha,9
a221oi,2
a311oi,2
inv,23
o21ai,9
nor3,9
nor2b,3
a21o,7
mux2,2
or2,2
clkdlybuf4s50,32
a21oi,11
buf,4
dfxtp,8
and2,2
mux2i,7
nor4,2
a2111oi,2
fa,9
xnor2,3
maj3,2
xor2,2
o21a,5
## worst min-delay path by stage
stage | start | endpoint | slack [ns] | cells past startpoint
4_1_cts | value3[0] | average[1]$_DFF_P_ | 2.44 | 5
5_1_grt | value3[0] | average[1]$_DFF_P_ | 2.52 | 5
6_report | value3[0] | average[1]$_DFF_P_ | 2.44 | 5
## cells by family after synthesis
kind of cell             Yosys count  share of synthesized area
AND-OR/OR-AND                     61                      0.325
XOR/XNOR                           5                     0.0280
adder cells (fa/ha/maj)           20                      0.200
buffers and inverters             29                     0.0776
flip-flops                         8                      0.102
multiplexers                       9                     0.0696
AND/OR/NAND/NOR                   56                      0.198
## layout make-up
cell class	instances	area, um2
clock buffers	3	41.3
fillers	884	6250
inverters	23	86.3
multi-input cells	151	1280
flip-flops and latches	8	160
well taps	105	131
repair buffers	36	350
Power and IR drop assume default switching activity.
