<file path="./config.mk">
export PLATFORM = sky130hd
export DESIGN_NAME = BCD_4bit
export DESIGN_NICKNAME = BCD_4bit
export VERILOG_FILES = /design/flow/design.v
export SDC_FILE = /design/flow/constraint.sdc
export NUM_CORES = 4
export LEC_CHECK = 1
export CORE_UTILIZATION = 30
</file>
<file path="./constraint.sdc">
current_design BCD_4bit

set clk_period 21.1
set clk_io_pct 0.2

create_clock -name clk0 -period $clk_period

set non_clock_inputs [all_inputs -no_clocks]
set_input_delay [expr $clk_period * $clk_io_pct] -clock clk0 $non_clock_inputs
set_output_delay [expr $clk_period * $clk_io_pct] -clock clk0 [all_outputs]
</file>
<file path="./design.v">
`timescale 1ns / 1ps
module BCD_4bit(
        input logic [13:0] inputValue,
        output logic [3:0] thousands, hundreds, tens, ones
    );
    always_comb begin
        thousands = inputValue/1000;
        hundreds = (inputValue - (thousands * 1000)) / 100;
        tens = (inputValue - (thousands * 1000) - (hundreds * 100)) / 10;
        ones = (inputValue - (thousands * 1000) - (hundreds * 100) - (tens * 10));
    end
endmodule
</file>
<file path="./run.sh">
#!/bin/bash
# OpenROAD 26Q1-2900-gdf79404cd8, Yosys 0.63+post, stock flow scripts
make -C /OpenROAD-flow-scripts/flow DESIGN_CONFIG=/design/flow/config.mk WORK_HOME=/design/flow/orfs finish
</file>
==> run summary <==
outcome: finished, violations left
failing checks: negative setup slack
type of origin of the critical path: input port
Detail Route Antenna Nets: 0
HP Start: inputValue[0]
Die H: 141 um
Crit-path slowest cell: fa_1
Slew @ Worst Pin: 673 ps
seq_cells: 0
routed len/inst: 13.9 um
Setup WS post-layout: -5090 ps
Final period util: 124%
most frequent cells in the layout: 397 x buf_4, 56 x nand2_1, 53 x nor2_1, 45 x o21ai_0, 41 x ha_1
die area: 19800 um^2
Register Area: 0 um^2
via/cell ratio: 5.31
number of diodes: 0
global-route wire length before repair: 33000 um
number of top-level pins: 30
Crit path arrival time: 21970 ps
register share after synthesis: 0%
fmax: 38.2 MHz
grt ovf: 0
Pins Over Slew Limit: 0
Netlist Area Pre-Place: 5780 um^2
First-pass DRT Iterations: 7
placed cell count: 1427
vias in the first global route: 7229
path category of the worst min-delay check: in -> out
most frequent CP cell: inv_2
final setup violation count: 7
initial core utilization: 30.7%
Fill cells: 1533
yosys stat cell total: 834
syn avg cell area: 6.93 um^2
synth unique cells: 104
total core area: 18800 um^2
post-DP HPWL: 15200 um
Crit Path Class: in -> out
Critical Path End Type: primary output
setup TNS: -29920 ps
DRT Wirelength: 20700 um
gr usage total: 19.6%
cell count after synthesis: 834
Clock Buffer Count: 0
die width: 141 um
final hold violation count: 0
yosys stat area: 5780 um^2
pre-CTS setup slack: -6030 ps
crit-path max cell delay: 560 ps
site row count: 50
initial antenna violation count: 0
relative slew slack: 54.8%
dominant logic cell type in the layout: buf_4
count of tool warnings: 45
# hold bufs at CTS: 0
CP Max Fanout: 8
tally of buffers added on design ports: 28
Residual DRC: 0
share of cells above drive strength 1: 53.0%
Synth warnings: 1
unrepaired setup endpoints after global routing: yes
Iter 0 DRT Violations: 381
total number of vias: 7934
Final Wtd Congestion: 0.945
CP Launch Point: inputValue[6]
crit path DRT: 16880 ps
non-filler instance count after layout: 1493
largest net degree at the start of global routing: 12
Area Growth Syn to Fin: 82.0%
max_cap viols: 0
Min Clock Period, post-route: 26190 ps
==> routing by layer <==
| metal | wire [um] | global-route usage, % | vias up |
|---|---|---|---|
| li1 | - | - | 4003 |
| met1 | 10500 | 29.7 | 3737 |
| met2 | 9280 | 31.4 | 174 |
| met3 | 760 | 1.04 | 20 |
| met4 | 210 | 2.69 | 0 |
| met5 | 0 | 0 | - |
==> path summary, 6_finish.rpt <==
| kind | endpoint | slack, ps | cells past startpoint |
|---|---|---|---|
| setup / recovery | ones[2] | -5090 | 93 |
| hold / removal | ones[0] | 8440 | 0 |
==> stage by stage <==
stage	hold WS [ps]	cell area, um^2	util (%)
6_report	8440	10500	55.9
5_1_grt	8440	10500	55.9
4_1_cts	8440	9690	51.5
3_5_place_dp	8440	9110	48.4
3_3_place_gp	8440	9110	48.4
2_1_floorplan	8510	6190	-
==> cell type report <==
cell class	instances	area [um^2]	share of cell area (%)
multi-input cells	741	6570	62.4
well taps	260	325	3.09
inverters	48	183	1.74
repair buffers	444	3450	32.8
==> worst max-delay path: cells and delay by family <==
kind / cells / cell delay [ps]
XOR/XNOR: 3 / 430
buffers and inverters: 19 / 2500
AND-OR/OR-AND: 38 / 6900
AND/OR/NAND/NOR: 23 / 4620
adder cells (fa/ha/maj): 10 / 3210
==> kinds of logic after synthesis <==
group	after synthesis	share of synthesized area, %
AOI/OAI and AO/OA	333	42.2
and+or+nand+nor	279	24.8
buffers and inverters	93	7.75
adders and majority gates	60	14.4
xor gates and xnor gates	54	8.31
muxes	15	2.60
==> cells in the mapped netlist (all sizes together) (7+ instances only) <==
cell type	number	area share, %
o21ai	73	6.4
nor4	12	1.9
o22ai	10	1.4
nor2b	7	0.76
a31oi	22	2.5
or2	9	0.97
o21a	12	1.6
and2	10	1.1
o211a	8	1.4
o32ai	7	1.1
mux2i	15	2.6
and3	8	0.93
clkbuf	23	1.9
a21o	11	1.4
a221oi	8	1.5
o211ai	24	3.3
fa	11	3.8
a21oi	59	5.3
xnor2	40	6.2
a2111oi	8	1.7
ha	48	10
inv	48	3.1
xor2	14	2.1
nor2	68	4.9
nand2b	9	0.97
nand2	66	4.5
nand3	32	2.8
a211oi	10	1.3
nor3	34	3.0
o31ai	11	1.8
buf	22	2.8
==> repair_timing <==
action	4_1_cts	5_1_grt
endpoints found under the hold margin	0	0
pin swaps	54	53
endpoints found under the setup margin	7	7
buffers inserted	39	33
resized	128	118
