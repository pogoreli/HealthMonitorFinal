File: /design/flow/design.v
`timescale 1ns / 1ps
module ButtonController(
        input logic button, CLK,
        output logic buttonPulse
    );
    logic connection;
    debounce debounce(.clk(CLK), .pb(button), .pb_debounced(connection));
    single_pulser SP(.clk(CLK), .din(connection), .d_pulse(buttonPulse));
endmodule
`timescale 1ns / 1ps
module comparator_14bit(
        input logic [13:0] a, b,
        output logic equal
    );
    assign equal = (a == b);
endmodule
`timescale 1ns / 1ps
module counter_5sec(
        input clk, rst,
        output logic [12:0] count,
        output logic impuls5sec
    );
    integer COUNTER_MAX = 5000;  
    always @(posedge clk) begin
        impuls5sec <= 0;
        if (rst) count <= 0;
        else begin
            count <= count + 1;
            if (count == COUNTER_MAX) begin
                count <= 0;
                impuls5sec <= 1;
            end
        end
    end
endmodule
`timescale 1ns / 1ps
module counter_9999ms(
input logic clk, rst, enb,
    output logic [13:0] count,
    output logic pulse
);
 always_ff @(posedge clk) begin
    pulse = 0;
    if (rst) count <= 0;
    else if(enb) begin
        if (count >= 9999) begin
            pulse <= 1;
            count <= 0;
        end else count <= count + 1;
    end
end
endmodule
module debounce(input logic clk, pb, output logic pb_debounced);
   parameter CLKFREQ = 1000;     
   parameter DEBOUNCE_MS = 10;   
   parameter CTRBITS = $clog2(DEBOUNCE_MS*CLKFREQ/1000);
   logic pb_q1, pb_q2, pb_edge, carry;
   logic [CTRBITS:0] count;   
   assign carry = count[CTRBITS];
   always_ff @(posedge clk)
     begin
	pb_q1 <= pb;
	pb_q2 <= pb_q1;
	if (carry) pb_debounced <= pb_q2;
     end
   assign pb_edge = pb_q1 ^ pb_q2;   
   always_ff @(posedge clk)
     if (pb_edge) count <= '0;
     else if (!carry) count <= count + 1;
endmodule  
`timescale 1ns / 1ps
module enable_counter(
        input logic clk, start, stop,
        output logic level
    );
    always @(posedge clk) begin
        if (start)
          level <= 1;
        else if (stop)
          level <= 0;
    end
endmodule
`timescale 1ns / 1ps
module random_delay_top(
        input logic clk, clk100, startButton, rst,
        output logic delayImpulse
    );
    logic [13:0] count_random_counter, random_delay_time, count_timer;
    logic startButtonPulse, startButtonPulse100, enable_counter_level, equal;
    counter_9999ms random_counter(.clk(clk100), .rst, .enb(1), .count(count_random_counter));
    register_14bit random_delay_time_register(.clk(clk100), .rst, .enb(startButtonPulse100), .data_in(count_random_counter), .data_out(random_delay_time));
    ButtonController ButtonControllerStartButton100(.CLK(clk100), .button(startButton), .buttonPulse(startButtonPulse100));
    ButtonController ButtonControllerStartButton(.CLK(clk), .button(startButton), .buttonPulse(startButtonPulse));
    enable_counter enable_counter(.clk, .start(startButtonPulse), .stop(delayImpulse), .level(enable_counter_level));
    counter_9999ms counter_timer(.clk(clk), .rst(rst || startButtonPulse), .enb(enable_counter_level), .count(count_timer));
    comparator_14bit comparator_14bit(.a(random_delay_time), .b(count_timer), .equal);
    single_pulser single_pulser(.clk, .din(equal), .d_pulse(delayImpulse));
endmodule
`timescale 1ns / 1ps
module reaction_fsm(
        input logic clk, rst, START, ENTER,
        output logic [2:0] R_RGB, G_RGB, B_RGB,
        output logic [13:0] reaction_timer_time,
        output logic [4:0] state_led
    );
    assign R_RGB = LED_R;
    assign G_RGB = LED_G;
    assign B_RGB = LED_B;
    logic [13:0] counter_value;
    logic [13:0] count_9999, time_value;
    logic [12:0] count_5sec;
    logic [2:0] LED_R, LED_G, LED_B; 
    logic wait_done_impulse, less_9999, statedelay_5sec;
    logic start_timer, register_enable, register_rst;
    counter_9999ms counter_9999ms(.clk(clk), .enb(1), .rst(rst || start_timer), .pulse(less_9999), .count(count_9999));
    counter_5sec counter_5sec(.clk(clk), .rst(rst || start_timer), .impuls5sec(statedelay_5sec), .count(count_5sec));
    register_14bit register_time(.clk, .rst(rst || register_rst), .enb(register_enable), .data_in(time_value), .data_out(reaction_timer_time));
    typedef enum logic [3:0] {
        S0 = 4'b0000,
        S1 = 4'b0001,
        S2 = 4'b0010,
        S3 = 4'b0011,
        S4 = 4'b0100
    } state_t;
    state_t current_state, next;
    always_ff @(posedge clk) begin
        if (rst) begin
            current_state <= S0;
            next <= S0;
        end else begin
            current_state <= next;
        end
        LED_R = 3'b000;
        LED_B = 3'b000;
        LED_G = 3'b000;
        start_timer = 0;
        state_led = 0;
        register_enable = 0;
        register_rst = 0;
        case (current_state)
            S0: begin
                state_led[0] = 1;
                   LED_R = 0;
                   LED_G = 3'b111;
                   LED_B = 0;
                   if(START) begin
                         next = S1;
                         start_timer = 1;
                   end else if(ENTER) next = S2;
                end
            S1: begin
                   state_led[1] = 1;
                   LED_R = 3'b111;
                   LED_G = 3'b111;
                   LED_B = 3'b111;
                   register_rst = 1;
                   if(ENTER) next = S4;
                   else if(count_9999 > 5000) next = S3;    
                end
            S2: begin
                 state_led[2] = 1;
                 LED_R = 3'b111;
                 LED_G = 0;
                 LED_B = 0;
                 if(ENTER) next = S0;
                end
            S3: begin
                 state_led[3] = 1;
                 LED_R = 3'b111;
                 LED_G = 3'b111;
                 LED_B = 0;
                 if(less_9999) next = S2;
                 else if(ENTER) begin
                    time_value = count_9999;
                    register_enable = 1;
                    next = S0;
                 end
                end
            S4: begin
                 state_led[4] = 1;
                 LED_R = 0;
                 LED_G = 3'b111;
                 LED_B = 0;
                 time_value = count_9999;
                 register_enable = 1;
                 next = S0; 
                end
        endcase
    end
    assign state = current_state;
endmodule
`timescale 1ns / 1ps
module reaction_timer_top(
        input logic clk, rst, START, ENTER, clk100,
        output logic [2:0] R_RGB, G_RGB, B_RGB, 
        output logic [13:0] reaction_timer_time,
        output logic [4:0] state_led
    );
    logic delayImpulse, START_impulse, ENTER_impulse;
    logic led;
    assign state_led = 0;
    ButtonController start_controller(.button(START), .CLK(clk), .buttonPulse(START_impulse));
    ButtonController enter_controller(.button(ENTER), .CLK(clk), .buttonPulse(ENTER_impulse));
    reaction_fsm reaction_fsm(.state_led(led), .clk(clk), .rst(rst), .R_RGB(R_RGB), .G_RGB(G_RGB), .B_RGB(B_RGB), .START(delayImpulse), .ENTER(ENTER_impulse), .reaction_timer_time);
    random_delay_top random_delay_top(.clk, .clk100, .startButton(START), .rst, .delayImpulse);
endmodule
`timescale 1ns / 1ps
module register_14bit(
        input logic clk, rst, enb,
        input logic [13:0] data_in,
        output logic [13:0] data_out
    );
    always @(posedge clk) begin
        if (rst) data_out <= 0;
        else begin
            if (enb) data_out <= data_in;
        end
    end
endmodule
module single_pulser(input logic clk, din, output logic d_pulse);
   logic dq1, dq2;
   always_ff @(posedge clk)
     begin
	   dq1 <= din;
	   dq2 <= dq1;
     end
   assign d_pulse = dq1 & ~dq2;
endmodule  
File: /design/flow/run.sh
#!/bin/bash
# OpenROAD 26Q1-2900-gdf79404cd8, Yosys 0.63+post, stock flow scripts
make -C /OpenROAD-flow-scripts/flow DESIGN_CONFIG=/design/flow/config.mk WORK_HOME=/design/flow/orfs finish
File: /design/flow/config.mk
export PLATFORM = sky130hd
export DESIGN_NAME = reaction_timer_top
export DESIGN_NICKNAME = reaction_timer_top
export VERILOG_FILES = /design/flow/design.v
export SDC_FILE = /design/flow/constraint.sdc
export NUM_CORES = 4
export LEC_CHECK = 1
export CORE_UTILIZATION = 30
File: /design/flow/constraint.sdc
current_design reaction_timer_top

set clk_period 3.1
set clk_io_pct 0.2

create_clock -name clk0 -period $clk_period [get_ports {clk}]
create_clock -name clk1 -period $clk_period [get_ports {clk100}]

set non_clock_inputs [all_inputs -no_clocks]
set_input_delay [expr $clk_period * $clk_io_pct] -clock clk0 $non_clock_inputs
set_output_delay [expr $clk_period * $clk_io_pct] -clock clk0 [all_outputs]
==> flow_summary.ini <==
; flow metrics
[placed_design]
gp_congestion = 0.8349
dp_hpwl_um = 6050
port_buffers = 26

[timing]
tightest_slew_ns = 0.9297
tns_ns = 0
rsz0062_at_grt = no
clock_skew_ns = 0.009260
drv_slew = 0
max-slew-margin-rel = 0.3760
hold_viol = 0
setup_viol = 0

[power_and_ir_drop]
peakVddDrop_mv = 0.2808
p_leak_nw = 2.082
p_total_w = 0.004360
p_per_area_mw_per_mm2 = 726.0

[yosys]
ys.flop_type = dfxtp_1
synth.distinct_cells = 46
ys_cells = 522
synthTopCellsByCount = 110 x dfxtp_1, 84 x nor2_1, 46 x nand2_1
yosysWarnings = 11
most_common_cell = dfxtp_1
top_area_cell = dfxtp_1
ys_area_mm2 = 0.005180
synth-seq-cells = 131
top_cells_by_area = dfxtp_1 43%, edfxtp_1 12%, xnor2_1 6.4%
syn_area_mm2 = 0.005180
top_cell_area_share = 0.4251
ys_seq_frac = 0.5469
synthArstFlopShare = 0
edf_count = 21
synth_area_per_cell_um2 = 9.923
syn_inst = 522

[route]
drt-total-wl_um = 8803
wl_per_cell_um = 11.55
antenna-diode-count = 0
drt-initial-drc-count = 221
vias = 3522
drc = 0
routed_via_density = 4.622
dr.pass1.iters = 4
final_antenna_net_count = 0

[clocking]
cts_setup_buffers = 0
clock-sinks = 131
post_cts_resize_count = 0
cts_tree = done
postCtsHoldBufs = 0
path_clk_slew_ns = 0.07

[finish]
syn2layout_area_growth_pct = 15.94
drive_above_1_share = 0.05904

[critical_path]
critPathBufInv = 0
critPathKind = reg -> reg
timing.critical_path.slowest_cell_delay_ns = 0.72
cp-end-kind = register
worst_path_max_delay_cell = o21ai_1
worstSetupStartpointType = register
arrival_ns = 2.32
crit_fanout = 13
crit_family = AND-OR/OR-AND gates
cp.required_ns = 3.29
regToRegSetupSlack_ns = 0.96
crit_chain = ha_1 > nand3_1 > a221o_1 > o21ai_1 > nor2_1

[status]
status = completed

[floorplanning]
initial_core_util = 0.3102
die-area_mm2 = 0.01780
die_w_um = 133.4
std_cell_rows = 47
ios = 33
coreArea_mm2 = 0.01670
die_h_um = 133.4

[run]
tool_warnings = 27
drv_cap = 0

[grt]
use_met1 = 0.1640
grt_pass1_wl_um = 15490
globalRouteMet3Util = 0.02642
grt_pass1_vias = 3350
grt_util_all_layers = 0.1064
grt.busiest_layer = met1
use_met2 = 0.1571
grt_antenna_before_repair = 0
grt_max_degree = 19
grt-ovfl-total = 0

[hold_path]
worstHoldPathType = reg -> reg
worst register-to-register path, cell delays in order (launching register included):
cell	delay (ns)
dfxtp_1	0.42
ha_1	0.29
nand3_1	0.11
a221o_1	0.33
o21ai_1	0.72
nor2_1	0.13
cells by family (layout without fill, tap and decap cells):
family,Yosys count,in the layout,share of synthesized area
and+or+nand+nor,215,215,0.1954
DFF,131,131,0.5469
xor gates and xnor gates,63,63,0.1065
buffers and inverters,44,60,0.04565
AOI/OAI and AO/OA,43,43,0.05314
muxes,18,18,0.03478
adders and majority gates,7,7,0.01691
other,1,5,0.0007239
state kept, by name, summed over array words and instances, names as in the netlist, 4 cells and up, named ones only:
name                                                         cells
reaction_fsm.current_state                                       4
reaction_fsm.next                                                4
enter_controller.debounce.count                                  5
reaction_fsm.time_value                                         14
reaction_fsm.register_time.data_out                             14
random_delay_top.ButtonControllerStartButton.debounce.count      5
random_delay_top.random_delay_time_register.data_out            14
reaction_fsm.counter_9999ms.count                               14
random_delay_top.counter_timer.count                            14
random_delay_top.random_counter.count                           14
worst paths after layout:
check | to | startpoint | depth (start not counted)
setup / recovery | random_delay_top.counter_timer.count[5] | random_delay_top.counter_timer.count[1] | 5
hold / removal | register | register | 0
setup reg to reg | random_delay_top.counter_timer.count[5] | random_delay_top.counter_timer.count[1] | 5
hold reg to reg | register | register | 0
max in group clk1 | random_delay_top.random_counter.count[12] | rst | 4
min in group clk0 | enter_controller.SP.dq1 | enter_controller.debounce.pb_debounced | 0
metrics by stage:
| step | util | hold WS (ns) | cells | instance area [µm²] | setup slack, ns |
|---|---|---|---|---|---|
| 3_3_place_gp | 0.3317 | 0.3284 | 738 | 5539 | 0.8457 |
| 6_report | 0.3596 | 0.3435 | 762 | 6006 | 0.9634 |
| 4_1_cts | 0.3596 | 0.3457 | 762 | 6006 | 0.9542 |
| 2_1_floorplan | - | 0.3233 | 526 | 5195 | 1.247 |
| 3_5_place_dp | 0.3317 | 0.3279 | 738 | 5539 | 0.7863 |
| 5_1_grt | 0.3596 | 0.3503 | 762 | 6006 | 0.7168 |
cell usage in the layout, fill, tap and decap left out, types with 3 or more instances in the layout:
master / n
dfxtp_1: 110
nor2_1: 84
nand2_1: 46
xnor2_1: 38
clkdlybuf4s50_1: 26
xor2_1: 25
a21oi_1: 21
edfxtp_1: 21
nand4_1: 18
mux2i_1: 18
nor3_1: 14
clkbuf_16: 14
nand3_1: 12
nor2b_1: 11
nor4_1: 9
inv_1: 8
ha_1: 7
conb_1: 5
or2_1: 3
nand2b_1: 3
o21ai_0: 3
o22ai_1: 3
nand4b_1: 3
a31oi_1: 3
clkinvlp_4: 3
where the power goes:
part	total [W]	internal [W]	switching, W	leakage, nW
clock	0.00162	0.000960	0.000664	0.220
sequential	0.00216	0.00196	0.000198	1.09
combinational	0.000578	0.000338	0.000241	0.769
final cells by class:
| cell class | instances | area, µm² |
|---|---|---|
| flip-flops and latches | 131 | 2833 |
| inverters | 8 | 30.03 |
| well taps | 220 | 275.3 |
| repair buffers | 28 | 275.3 |
| multi-input cells | 351 | 2126 |
| clock buffers | 15 | 364.1 |
| clock inverters | 9 | 102.6 |
| fillers | 1623 | 10700 |
metal layers:
metal | vias to the layer above | part of all wire
met5 | - | 0
met4 | 0 | 0.015
met3 | 13 | 0.046
met2 | 78 | 0.43
met1 | 1656 | 0.51
li1 | 1775 | -
No activity file was given, so power comes from the tool's default toggle rates.
